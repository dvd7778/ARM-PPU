==> ./design.v <==
module pipeline_register_ID_EX(
  input clr,
  input clk,
  input [3:0] ID_ALU_op,
  input [1:0] ID_AM,
  input ID_S,
  input ID_load_instr,
  input ID_RF_enable,
  input ID_size,
  input ID_RW,
  input ID_E,
  output reg EX_S,
  output reg EX_load_instr,
  output reg EX_RF_enable,
  output reg EX_size,
  output reg EX_RW,
  output reg EX_E
);
  always @(posedge clk) begin  
    if (clr) begin
      EX_ALU_op <= 4'b0;
      EX_AM <= 2'b0;
      EX_S <= 0;
      EX_load_instr <= 0;
      EX_RF_enable <= 0;
      EX_size <= 0;
        EX_RW <= 0;
        EX_E <= 0;
    end
    else begin
      EX_ALU_op <= ID_ALU_op;
      EX_AM <= ID_AM;
      EX_S <= ID_S;
      EX_load_instr <= ID_load_instr;
      EX_RF_enable <= ID_RF_enable;
      EX_size <= ID_size;
        EX_RW <= ID_RW;
        EX_E <= ID_E;
    end
  end
endmodule
==> ./run.sh <==
#!/bin/bash
# OpenROAD 26Q1-2900-gdf79404cd8, Yosys 0.63+post, stock flow scripts
make -C /OpenROAD-flow-scripts/flow DESIGN_CONFIG=/design/flow/config.mk WORK_HOME=/design/flow/orfs finish
==> ./config.mk <==
export PLATFORM = sky130hd
export DESIGN_NAME = pipeline_register_ID_EX
export DESIGN_NICKNAME = pipeline_register_ID_EX
export VERILOG_FILES = /design/flow/design.v
export SDC_FILE = /design/flow/constraint.sdc
export NUM_CORES = 4
export LEC_CHECK = 1
export CORE_AREA = 10 10 70 70
export DIE_AREA = 0 0 80 80
==> ./constraint.sdc <==
current_design pipeline_register_ID_EX

set clk_period 1.0
set clk_io_pct 0.2

create_clock -name clk0 -period $clk_period [get_ports {clk}]

set non_clock_inputs [all_inputs -no_clocks]
set_input_delay [expr $clk_period * $clk_io_pct] -clock clk0 $non_clock_inputs
set_output_delay [expr $clk_period * $clk_io_pct] -clock clk0 [all_outputs]
==> flow_summary_export.csv <==
group,metric,value,unit
status,status,"complete, no violations",
yosys,post_synth_and_or_nand_nor_area_fraction,23.8,%
final_timing,worst-slew-pin-transition,0.172,ns
min_path,holdCritPathClass,"in -> reg",
worst_setup_path,critical_path_class,"reg -> out",
cts,holdBufCountCts,0,
yosys,dominantRegCellSynth,"sky130_fd_sc_hd__dfxtp_1",
worst_setup_path,slowest_delay,0.28,ns
final_timing,finalSetupViolations,0,
yosys,compound_area_share,0,%
yosys,synth.ff_latch_count,6,
final_timing,timing_max_transition_violations_final,0,
yosys,xor_area_share,0,%
final_timing,setup_ws,0.0328,ns
place,placement.setup.worst_slack,0.00985,ns
final_timing,timing.fmax,1030,MHz
power,p_per_area,1420,nW/um^2
detailed_routing,drcViolationCount,0,
grt,grt-ovfl-total,0,
detailed_routing,vias,135,
detailed_routing,antennaDiodeCount,0,
worst_setup_path,crit_slowest_cell,"sky130_fd_sc_hd__dfxtp_1",
worst_setup_path,critical_path_launch_point,"EX_load_instr",
yosys,yosysCellCount,12,
power,power.static_leakage,0.134,nW
final_timing,max_slew_margin,88.5,%
yosys,synthDominantCellAreaShare,76.2,%
yosys,enable_flop_cells,0,
yosys,yosys-dominant-comb-family,"simple AND/OR/NAND/NOR gates",
detailed_routing,vias_per_cell,1.82,
yosys,synthesis.area,158,um^2
worst_setup_path,worst-path-max-fanout,1,
power,power.switching_fraction,17.0,%
detailed_routing,drt_iter0_drc,1,
grt,grt_first_pass_wirelength,786,um
detailed_routing,wl_per_cell,7.38,um
yosys,synth.distinct_cells,2,
final_timing,hold_slack,0.523,ns
yosys,fraction_of_synthesis_flops_using_an_asynchronous_set_or_reset_pin,0,%
flow_run,stage_log_warnings,31,
worst_setup_path,critPathCaptureType,"output pin",
worst_setup_path,data_arrival_time_at_the_worst_slack_endpoint,0.77,ns
power,cellInternalPower,0.431,mW
cts,cts_made_buffers,3,
die,dieWidth,80,um
yosys,leading_post_synthesis_cells_by_cell_area,"sky130_fd_sc_hd__dfxtp_1, sky130_fd_sc_hd__nor2b_1",
final_layout,post_route_cells_drive_above_1_share,10.7,%
final_layout,utilization,10.7,%
power,comb_power_share,10.9,%
die,initial_utilization,4.62,%
power,maximum_resistive_drop_on_vdd,0.445,mV
die,io-pin-count,20,
yosys,ys.warnings.count,7,
die,die-area,6400,um^2
grt,first_global_vias,174,
cts,cts_root_buf,"sky130_fd_sc_hd__clkbuf_4",
worst_setup_path,worst-path-buf-inv,1,
final_timing,final.period_utilization,96.7,%
yosys,post_synth_most_frequent_cells,"sky130_fd_sc_hd__dfxtp_1, sky130_fd_sc_hd__nor2b_1",
yosys,syn-mean-instance-area,13.1,um^2
power,net-switching-power,0.0885,mW
cts,cts.repair_timing.setup_buffer_count,0,
final_timing,setup-tns-final,0,ns
power,pwr-share-seq,49.3,%
final_timing,time_the_final_worst_path_needs_with_i_o_delays_and_setup,0.967,ns
yosys,synth.yosys.chip_area,158,um^2
grt,grt_start_max_net_pins,7,
worst_setup_path,path_cells,"dlygate4sd2_1",
final_timing,rsz_0062_raised_after_global_routing,"false",
worst_setup_path,worst_path_dominant_cell_family,"flip-flops",
detailed_routing,drt_pre_antenna_iters,2,
worst_setup_path,worstPathRequired,0.80,ns
yosys,synth_area_leader_cell,"sky130_fd_sc_hd__dfxtp_1",
worst_setup_path,endpoint,"EX_load_instr",
die,design.core.area,3420,um^2
final_timing,hold_violation_count_in_the_final_report,0,
worst_setup_path,worst-path-stages,1,
detailed_routing,detail-route-antenna-nets,0,
cts,clk_pin_slew_worst_paths,0.04,ns
yosys,synth.cellmix.adderShare,0,%
die,dieHeight,80,um
yosys,synthMuxAreaShare,0,%
place,gp_congestion,0.698,
cts,clkSinkCount,6,
die,floorplan.rows,21,
cts,tritoncts,"done",
power,power.share.clock,39.8,%
cts,h-tree-depth,1,
yosys,netlist_instances,12,
grt,grt_antenna_before_repair,0,
place,io_buffers,13,
final_layout,flow.area_growth_from_synthesis,133,%
detailed_routing,finalWirelength,546,um
grt,track_usage,1.67,%
cts,clock_tree.buffer_depth,2,
worst_setup_path,setup.worst_path.start_class,"flip-flop",
yosys,synth_sequential_area_ratio,76.2,%
flow_run,timing.max_cap.violations,0,
==> layer usage <==
layer / track usage, % / routed length [um]
met5: 0 / 0
met4: 0.704 / 0
met3: 1.70 / 109
met2: 1.20 / 96
met1: 2.55 / 340
==> registers in the layout, summed over array words and instances (netlist names) <==
register and cells:
EX_E 1, EX_RF_enable 1, EX_RW 1, EX_load_instr 1, EX_S 1, EX_size 1
==> stage by stage <==
step,power (mW),instances,cell area (um^2)
6_report,0.520,74,367
5_1_grt,0.549,74,367
4_1_cts,0.534,74,360
3_5_place_dp,0.325,71,345
3_3_place_gp,0.324,71,345
2_1_floorplan,0.265,12,158
==> power groups by stage <==
stage	logic, mW	clock network (mW)	registers (mW)
4_1_cts	0.0557	0.222	0.256
5_1_grt	0.0624	0.230	0.257
6_report	0.0567	0.207	0.256
==> cells by family (layout without fill, tap and decap cells) <==
family,after synthesis,in the layout
simple gates,6,6
buf+inv,0,16
flops,6,6
==> placed cells by master (no fill, tap or decap) <==
cell type / count
sky130_fd_sc_hd__clkdlybuf4s15_1: 5
sky130_fd_sc_hd__clkbuf_4: 3
sky130_fd_sc_hd__dlygate4sd2_1: 1
sky130_fd_sc_hd__dfxtp_1: 6
sky130_fd_sc_hd__clkdlybuf4s50_1: 7
sky130_fd_sc_hd__nor2b_1: 6
==> worst min path at each step <==
stage / from / to / cells after the start
6_report: ID_RW / EX_RW / 2
5_1_grt: ID_E / EX_E / 2
4_1_cts: ID_RF_enable / EX_RF_enable / 2
==> cell type report <==
| cell class | count | area, um^2 |
|---|---|---|
| well taps | 46 | 57.6 |
| clock buffers | 3 | 22.5 |
| multi-input cells | 6 | 37.5 |
| flip-flops and latches | 6 | 120 |
| fillers | 412 | 3050 |
| repair buffers | 13 | 129 |
==> timing repair <==
| item | CTS | global route |
|---|---|---|
| endpoints found under the setup margin | 6 | 5 |
| resized | 6 | 5 |
| pin swaps | 0 | 0 |
| cloned | 0 | 0 |
Power is estimated from default activity; no workload was simulated.
