==> run.sh <==
#!/bin/bash
# OpenROAD 26Q1-2900-gdf79404cd8, Yosys 0.63+post, stock flow scripts
make -C /OpenROAD-flow-scripts/flow DESIGN_CONFIG=/design/flow/config.mk WORK_HOME=/design/flow/orfs finish
==> config.mk <==
export PLATFORM = sky130hd
export DESIGN_NAME = control_unit
export DESIGN_NICKNAME = control_unit
export VERILOG_FILES = /design/flow/design.v
export SDC_FILE = /design/flow/constraint.sdc
export NUM_CORES = 4
export LEC_CHECK = 1
export CORE_AREA = 10 10 70 70
export DIE_AREA = 0 0 80 80
==> constraint.sdc <==
current_design control_unit

set clk_period 1.6
set clk_io_pct 0.2

create_clock -name clk0 -period $clk_period

set non_clock_inputs [all_inputs -no_clocks]
set_input_delay [expr $clk_period * $clk_io_pct] -clock clk0 $non_clock_inputs
set_output_delay [expr $clk_period * $clk_io_pct] -clock clk0 [all_outputs]
==> design.v <==
module control_unit(
  input [31:0] instr,
  output reg [3:0] ALU_op,
  output reg [1:0] AM,
  output reg B_instr,
  output reg BL_instr,
  output reg S,
  output reg load_instr,
  output reg RF_enable,
  output reg size,
  output reg RW,
  output reg E
);
  parameter AND = 4'b0000;
  parameter EOR = 4'b0001;
  parameter SUB = 4'b0010;
  parameter RSB = 4'b0011;
  parameter ADD = 4'b0100;
  parameter ADC = 4'b0101;
  parameter SBC = 4'b0110;
  parameter RSC = 4'b0111;
  parameter ORR = 4'b1100;
  parameter MOV = 4'b1101;
  parameter BIC = 4'b1110;
  parameter MVN = 4'b1111;
  always @(instr) begin
    ALU_op = 4'b1001;
    B_instr = 0;
    BL_instr = 0;
    AM = 2'b01; 
    S = 0;
    RW = 0;
    load_instr = 0;
    size = 0;
    E = 0;
    case (instr[27:25])
      3'b000: begin
        case (instr[24:21])
          AND:
            ALU_op = 4'b0110;
          EOR:
            ALU_op = 4'b1000;
          SUB:
            ALU_op = 4'b0010;
          RSB:
            ALU_op = 4'b0100;
          ADD:
            ALU_op = 4'b0000;
          ADC:
            ALU_op = 4'b0001;
          SBC:
            ALU_op = 4'b0011;
          RSC:
            ALU_op = 4'b0101;
          ORR:
            ALU_op = 4'b0111;
          MOV:
            ALU_op = 4'b1010;
          BIC:
            ALU_op = 4'b1100;
          MVN:
            ALU_op = 4'b1011;
          default
            ALU_op = 4'b1001;
        endcase
        AM = 2'b11;
        S = instr[20];
      end
      3'b001: begin
        case (instr[24:21])
          AND:
            ALU_op = 4'b0110;
          EOR:
            ALU_op = 4'b1000;
          SUB:
            ALU_op = 4'b0010;
          RSB:
            ALU_op = 4'b0100;
          ADD:
            ALU_op = 4'b0000;
          ADC:
            ALU_op = 4'b0001;
          SBC:
            ALU_op = 4'b0011;
          RSC:
            ALU_op = 4'b0101;
          ORR:
            ALU_op = 4'b0111;
          MOV:
            ALU_op = 4'b1010;
          BIC:
            ALU_op = 4'b1100;
          MVN:
            ALU_op = 4'b1011;
          default:
            ALU_op = 4'b1001;
        endcase
		AM = 2'b00;
        S = instr[20];
      end
      3'b010: begin
        if (instr[23])
          ALU_op = 4'b0000;
        else
          ALU_op = 4'b0010;
        AM = 2'b10;
        load_instr = instr[20];
        size = instr[22];
        RW = !instr[20];
        E = 1;
       end
      3'b011: begin
        if (instr[23])
          ALU_op = 4'b0000;
        else
          ALU_op = 4'b0010;
        AM = 2'b11;
        load_instr = instr[20];
        size = instr[22];
        RW = !instr[20];
        E = 1;
      end
      3'b101: begin
        B_instr = 1;
        BL_instr = instr[24]; 
      end
    endcase
  end
endmodule
==> flow_summary.json <==
{
  "antenna_found_initial": 0,
  "synthTopCellsByArea": "ha_1 (21%), nor2b_1 (11%), o21bai_1 (7.6%)",
  "routed-wl-met2_um": 577,
  "synth_seq_share_pct": 0,
  "setup_tns_ps": -0.00111,
  "io_pins": 46,
  "top_cell_area_share_pct": 21.1,
  "path_class": "in2out",
  "power.density_nw_per_um2": 206,
  "dieHeight_um": 80,
  "portBuffers": 21,
  "yosys-stat-cells": 43,
  "drc_errors": 0,
  "num_vias": 368,
  "end_kind": "output port",
  "top_area_cell": "ha_1",
  "topRoutingLayerUsed": "met3",
  "layout_min_cycle_time_ps": 1600,
  "fill_cells": 384,
  "finalWorstSetupSlack_ps": -0.00111,
  "met3_length_um": 74,
  "final-seq-area_um2": 0,
  "core_um2": 3420,
  "ys_chip_area_um2": 297,
  "grt.overflow.total": 0,
  "grt_max_degree": 10,
  "wl_met1_um": 415,
  "rows": 21,
  "wl_mm": 1.07,
  "maxCapViolCount": 0,
  "grt_pass1_vias": 338,
  "stdcell_area_um2": 657,
  "crit_fanout": 2,
  "status": "complete, but fails checks",
  "synth_area_um2": 297,
  "yosysWarnings": 2,
  "ant_nets": 0,
  "placed_area_um2": 586,
  "syn_inst": 43,
  "syn_to_final_growth_pct": 122,
  "dr.pass1.iters": 3,
  "slowest_stage": "ha_4",
  "crit_path_start_kind": "primary input",
  "insertedDiodeCount": 0,
  "leakage_nw": 0.327,
  "grt_usage_pct": 2.96,
  "max_freq_mhz": 625,
  "wl_per_cell_um": 9.29,
  "hpwl_um": 911,
  "finalSetupViolCount": 1,
  "ys_types": 22,
  "min_path_type": "in2out",
  "vias_per_cell": 3.20,
  "arrival_ps": 1280,
  "cp_cell_sequence": "buf_6, inv_4, ha_4, nand2_1, a22oi_1, o21bai_1, dlygate4sd2_1",
  "total_power_w": 0.000135,
  "drive_above_1_share_pct": 46.4,
  "slowest_delay_ps": 250,
  "chipArea_um2": 6400,
  "warnings": 62,
  "fin_crit_sh_pct": 100,
  "hold_violations": 0,
  "fp_util_pct": 8.68,
  "rsz0062_at_grt": "true",
  "gp_congestion": 0.773,
  "vdd_ir_drop_max_mv": 0.0351,
  "n_sequential_cell": 0,
  "die_x_um": 80,
  "violations": "negative setup slack",
  "maxSlewViolCount": 0,
  "nClkBuffers": 0,
  "synth.avg_cell_area_um2": 6.90,
  "drtIter0Drc": 34,
  "grt_pass1_wl_mm": 1.61,
  "worstPathRequired_ps": 1280
}
[report_power, final]
group	leakage, nW	internal, W	switching [W]
registers	0	0	0
clock network	0	0	0
logic	0.327	0.0000843	0.0000507
total	0.327	0.0000843	0.0000507
[stage by stage]
| stage | hold WS, ps | worst slack, ps | cells | util [%] |
|---|---|---|---|---|
| after floorplan | 653 | 154 | 43 | - |
| after global placement | 1570 | -909 | 112 | 17.1 |
| after detailed placement | 1600 | -920 | 112 | 17.1 |
| after CTS | 1070 | -130 | 115 | 18.8 |
| after global routing | 1070 | -43.6 | 115 | 19.2 |
| final | 1050 | -0.00111 | 115 | 19.2 |
[routing by layer]
metal | up-vias | global-route usage (%)
li1 | 191 | -
met2 | 8 | 5.54
met1 | 169 | 3.63
met3 | 0 | 0.455
met5 | - | 0
met4 | 0 | 0
[synthesized netlist by cell type, types with 2 or more instances]
cell and n:
and2_1 3, inv_1 3, a21oi_1 2, nand2_1 3, ha_1 5, o21bai_1 3
clkbuf_1 2, nor2_1 4, nor2b_1 5
[worst max-delay path: cells and delay by family]
kind            cells  cell delay (ps)
fa+ha+maj           1              250
buf+inv             3              350
simple gates        1               50
compound gates      2              300
[cell usage in the layout (no fill, tap or decap), types with 2 or more instances in the layout]
cell	instances
dlymetal6s2s_1	2
nand2_1	3
clkdlybuf4s50_1	5
and2_1	2
clkdlybuf4s15_2	2
nor2b_1	2
nor2b_4	4
nor2_1	4
o21bai_1	3
dlygate4sd2_1	4
buf_6	4
buf_4	7
buf_2	4
ha_1	3
[cell families after synthesis]
kind of cell               count (synthesis)  synth area share [%]
AOI/OAI and AO/OA                          9                  22.8
adders and majority gates                  5                  21.1
buffers and inverters                      8                  14.3
and+or+nand+nor                           20                  40.5
other                                      1                  1.26
[timing repair]
action,in CTS,in global routing
hold buffers,0,0
buffers inserted,3,0
resized,56,8
endpoints found under the setup margin,13,8
pin swaps,8,6
[area by class of cell]
cell class                 instances  area (um2)  area share [%]
tap                               46        57.6            8.76
multi-input combinational         35         303            46.1
timing repair buffer              31         278            42.3
inverter                           3        18.8            2.86
[final timing paths]
check	startpoint	to	slack [ps]	cells after the start
setup / recovery	instr[21]	ALU_op[0]	-0.001	7
hold / removal	instr[20]	RW	1050	3
Power figures rest on the tool's default switching activity, not on a simulated workload.
